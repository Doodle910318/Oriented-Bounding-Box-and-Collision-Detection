==> /design/flow/design.v <==
`timescale 1ns / 1ps
module collision(clk, rst, data_in_x, data_in_y, data_in_z, collision_detect, done_valid);
  input clk, rst;
  input signed [9:0]data_in_x, data_in_y, data_in_z;
  output reg collision_detect, done_valid;
  reg [3:0]state, state_next;
  reg [4:0]counter, input_cnt_reg;
  reg [4:0]separate_cnt, separate_cnt_reg;
  reg signed [9:0]crossx_A, crossx_B;
  reg signed [9:0]crossy_A, crossy_B;
  reg signed [9:0]crossz_A, crossz_B;
  reg signed [9:0]x_point[0:15];
  reg signed [9:0]y_point[0:15];
  reg signed [9:0]z_point[0:15];
  reg signed [18:0]separate;
  reg [4:0]max_min_cnt, max_min_cnt_reg;
  reg signed [27:0]max1, max2, min1, min2, max_all, min_all;
  reg signed [27:0]max1_reg, max2_reg, min1_reg, min2_reg, max_all_reg, min_all_reg;
  reg signed [27:0]proj1,proj2;
  reg [1:0]t;
always @(posedge clk) begin
    if(rst)begin
        state_next <= 0;
        input_cnt_reg <= 0;
        separate_cnt_reg <= 0;
        collision_detect <= 0;
        separate <= 0;
        max_min_cnt_reg <= 0;
        t <= 0;
        done_valid <= 0;
    end
    else begin
    case(state)
        4'b0000:begin
            if(counter < 16)begin
                x_point[counter] <= data_in_x;
                y_point[counter] <= data_in_y;
                z_point[counter] <= data_in_z;
                input_cnt_reg <= input_cnt_reg +1;
                state_next <= 4'b0000;
            end
            else begin
                state_next <= 4'b0001;
            end
        end
        4'b0001: begin  
            if(separate_cnt < 3)begin
                separate <= (x_point[separate_cnt +1] - x_point[0]);           
            end
            else if((separate_cnt < 6)&&(separate_cnt > 3)) begin
                separate <= (x_point[separate_cnt +6] - x_point[8]);
            end
            state_next <= 4'b0101;
        end
        4'b0010: begin  
            if(separate_cnt < 9)begin
                crossx_A <= x_point[1] - x_point[0];
                crossy_A <= y_point[1] - y_point[0];
                crossz_A <= z_point[1] - z_point[0];
                crossx_B <= x_point[separate_cnt +3] - x_point[8];
                crossy_B <= y_point[separate_cnt +3] - y_point[8];
                crossz_B <= z_point[separate_cnt +3] - z_point[8];
            end
            else if(separate_cnt < 12)begin
                crossx_A <= x_point[2] - x_point[0];
                crossy_A <= y_point[2] - y_point[0];
                crossz_A <= z_point[2] - z_point[0];
                crossx_B <= x_point[separate_cnt] - x_point[8];
                crossy_B <= y_point[separate_cnt] - y_point[8];
                crossz_B <= z_point[separate_cnt] - z_point[8];
            end
            else begin
                crossx_A <= x_point[3] - x_point[0];
                crossy_A <= y_point[3] - y_point[0];
                crossz_A <= z_point[3] - z_point[0];
                crossx_B <= x_point[separate_cnt -3] - x_point[8];
                crossy_B <= y_point[separate_cnt -3] - y_point[8];
                crossz_B <= z_point[separate_cnt -3] - z_point[8];
            end
            t <= 0;
            state_next <= 4'b0011;
        end
        4'b0011: begin
            case(t)
            0:begin
            	separate <= (crossy_A * crossz_B) - (crossy_B * crossz_A);
            	state_next <= 4'b0100;
            	end
            1:begin
                separate <= (crossz_A * crossx_B) - (crossz_B * crossx_A);
                state_next <= 4'b0100;
                end
            2:begin
		        separate <= (crossx_A * crossy_B) - (crossx_B * crossy_A);
		        state_next <= 4'b0100;
		        end
            3: begin
  		        state_next <= 4'b0010;
                separate_cnt_reg <= separate_cnt_reg + 1;
            end
            endcase
        end
        4'b0100: begin
           if(separate == 0) begin
               state_next <= 4'b0011;
               t <= t + 1;	  
           end
           else state_next <= 5+t;
        end
        4'b0101: begin
            if(max_min_cnt == 0)begin
                max1_reg <= separate * x_point[0];                    
                max2_reg <= separate * x_point[8];  
                min1_reg <= separate * x_point[0];
                min2_reg <= separate * x_point[8];
                max_all_reg <= separate * x_point[0];
                min_all_reg <= separate * x_point[0];
                max_min_cnt_reg <= max_min_cnt_reg +1;
            end
            else begin
                proj1 <= separate * x_point[max_min_cnt];
                proj2 <= separate * x_point[max_min_cnt +8];  
                state_next <= 4'b1000;                       
            end
        end
	    4'b0110: begin
            if(max_min_cnt == 0)begin
                max1_reg <= separate * y_point[0];                    
                max2_reg <= separate * y_point[8];  
                min1_reg <= separate * y_point[0];
                min2_reg <= separate * y_point[8];
                max_all_reg <= separate * y_point[0];
                min_all_reg <= separate * y_point[0];
                max_min_cnt_reg <= max_min_cnt_reg +1;
            end
            else begin
                proj1 <= separate * y_point[max_min_cnt];
                proj2 <= separate * y_point[max_min_cnt +8];  
                state_next <= 4'b1000;                       
            end
        end
	    4'b0111: begin
            if(max_min_cnt == 0)begin
                max1_reg <= separate * z_point[0];                    
                max2_reg <= separate * z_point[8];  
                min1_reg <= separate * z_point[0];
                min2_reg <= separate * z_point[8];
                max_all_reg <= separate * z_point[0];
                min_all_reg <= separate * z_point[0];
                max_min_cnt_reg <= max_min_cnt_reg +1;
            end
            else begin
                proj1 <= separate * z_point[max_min_cnt];
                proj2 <= separate * z_point[max_min_cnt +8];  
                state_next <= 4'b1000;                       
            end
        end
        4'b1000: begin
            if(max_min_cnt < 8)begin
                if(proj1 > max1) max1_reg <= proj1;
                if(proj1 < min1) min1_reg <= proj1;
                if(proj2 > max2) max2_reg <= proj2;
                if(proj2 < min2) min2_reg <= proj2;
                if((proj1 > max_all)&&(proj1 > proj2))  max_all_reg <= proj1;                  
                else if((proj2 > max_all)&&(proj2 > proj1))  max_all_reg <= proj2;
                if((proj1 < min_all)&&(proj1 < proj2))  min_all_reg <= proj1;
                else if((proj2 < min_all)&&(proj2 < proj1))  min_all_reg <= proj2;
                max_min_cnt_reg <= max_min_cnt_reg +1;     
            end
            else begin
                if((max1_reg + max2_reg - min1_reg - min2_reg) < (max_all_reg - min_all_reg))begin
                   state_next <= 4'b1010;
                end
                else state_next <= 4'b1001;
                separate_cnt_reg <= separate_cnt_reg +1;
                max_min_cnt_reg <= 0;
            end                                              
        end
        4'b1001: begin
            if((done_valid == 0)&&(separate_cnt < 6))begin
                state_next <= 4'b0001;
            end
            else if((done_valid == 0)&&(separate_cnt >= 6)&&(separate_cnt < 15)) begin
                state_next <= 4'b0010;
            end
            else begin
                state_next <= 4'b1011;
            end  
        end
        4'b1010: begin
            done_valid <= 1;
            collision_detect <= 0;
            state_next <= 4'b1100;
        end
        4'b1011: begin
            done_valid <= 1;
            collision_detect <= 1;
            state_next <= 4'b1100;
        end      
        default: begin
            done_valid <= 0;
            collision_detect <= 0;
            state_next <= 4'b1100;
            end
    endcase   
end
end
always @(negedge clk) begin
    counter <= input_cnt_reg;
    separate_cnt <= separate_cnt_reg;
    max_min_cnt <= max_min_cnt_reg;
    state <= state_next;
    max1 <= max1_reg;
    max2 <= max2_reg;
    min1 <= min1_reg;
    min2 <= min2_reg;
    max_all <= max_all_reg;
    min_all <= max_all_reg;    
end
endmodule
==> /design/flow/run.sh <==
#!/bin/bash
# OpenROAD 26Q1-2900-gdf79404cd8, Yosys 0.63+post, stock flow scripts
make -C /OpenROAD-flow-scripts/flow DESIGN_CONFIG=/design/flow/config.mk WORK_HOME=/design/flow/orfs finish
==> /design/flow/config.mk <==
export PLATFORM = sky130hd
export DESIGN_NAME = collision
export DESIGN_NICKNAME = collision
export VERILOG_FILES = /design/flow/design.v
export SDC_FILE = /design/flow/constraint.sdc
export NUM_CORES = 4
export LEC_CHECK = 1
export CORE_UTILIZATION = 30
==> /design/flow/constraint.sdc <==
current_design collision

set clk_period 27.5
set clk_io_pct 0.2

create_clock -name clk0 -period $clk_period [get_ports {clk}]

set non_clock_inputs [all_inputs -no_clocks]
set_input_delay [expr $clk_period * $clk_io_pct] -clock clk0 $non_clock_inputs
set_output_delay [expr $clk_period * $clk_io_pct] -clock clk0 [all_outputs]
==> changes_impl.md <==
### Implementation results

* Status: completed
* Top flop regs: x_point: 160 flops, y_point: 160 flops, z_point: 160 flops
* Util after Layout at 0.329
* Die height at a little over 700 µm
* Drc violations at 0
* Hold Crit Class: flop to flop
* Most frequent logic cell in the layout: inv_1
* Hold-fix buffers, CTS at 0
* Slew Viols, Final at 0
* EDFF count, synth at around 760
* CTS tree: yes
* Post-route ant nets at 0
* Syn-to-layout area delta at 8.99%
* Top Layout Cells: inv_1, fa_1, nand2_1
* Num ports at 34
* Final WL at 519,000 µm
* Startpoint types: flop
* CP max stage delay at about 0.64 ns
* Final setup TNS at 0 ns
* Cells after DPL at between 20,000 and 25,000
* Max Buffers Root-to-Sink at 3
* Actual slew at the worst max-slew pin at ~1.2 ns
* Max-cap violation count at 0
* Initial antenna violation count at approximately 41
* Largest delay contributor family on the critical path: adder cells
* Post-route insts no fill at 22,700
* Drt first-iter violations at around 5,900
* WS Path Type: flop to flop
* Crit-path max FO at between 60 and 70
* Flops & latches, synth at between 900 and 1,000
* Share of cells above drive strength 1 at 0.0681
* CP max stage cell: buf_4
* Register area share after synthesis at 0.175
* Share of flip-flops with an asynchronous set or reset at 0
* Yosys warns at 1
* H-tree Lvls at 3
* Drt pass-1 iters at 9
* Clk_skew at 0.0895 ns
* RSZ-0062 raised after global routing: false
* Total CTS buffers at between 100 and 150
* Buf/Inv on CP at 7
* GPL Wtd Cong at between 0.9 and 1
* CTS Sinks at about 970
* Cell Type Count at 92
* Area after DPL at about 0.16 mm²
* Worst path required time at 28.04 ns
* Port bufs at 33
* WL/cell at around 23 µm
* Fp util at 0.302
* Via-to-Cell Ratio at between 4 and 5
* HPWL Detailed at about 400,000 µm
* Die ar. at just over 0.5 mm²
* Die Wd at ~720 µm
* Synthesis area per yosys at 0.154 mm²
* Vias in the first global route at 117,000
* Core area at a little over 0.5 mm²
* Post-Layout Inst Area at around 0.17 mm²
* Post-Syn Instances at roughly 16,000
* # rows at between 200 and 300
* Log Warnings at ~200
* Clock Latency Late Sink at ~0.82 ns
* Cell mode on critical path: fa_1
* Min Hold Slack at between 0.4 and 0.5 ns
* Largest net degree at the start of global routing at 69
* Commonest flop: edfxtp_1
* Slew margin rel. at 0.197
* Crit path DAT at between 20 and 25 ns
* Yosys Instances at 15,800
* Synthesized area at around 0.15 mm²
* Final tally of setup violations at 0
* Root Buffer: clkbuf_16
* First-pass GRT wire length at between 700,000 and 800,000 µm
* Synth Area per Inst at slightly below 10 µm²
* Clock-pin slew on the worst setup and hold paths at about 0.070 ns
* Critical Path Sink Type: flop
* Total number of vias at approximately 110k
* Fin. Hold Viols at 0
* Total GRT Usage at 0.213
* Total grt overflow at 0
* Postcts setup bufs at 0
* Resized Gates After CTS at 0
metal layers:
metal | global-route usage | routed length, µm | vias up
met4 | 0.0860 | 28100 | 60
li1 | - | - | 49700
met1 | 0.246 | 180000 | 55400
met5 | 0.0285 | 2040 | -
met3 | 0.140 | 81200 | 1081
met2 | 0.312 | 227000 | 5119
cell type report:
class                      count  area (µm²)
antenna                       25        62.6
clock buffer                 130        2910
clock inverter               233        1560
fill                       51200      342000
inverter                    3335       12500
multi-input combinational  10800      112000
sequential                   965       27100
tap                         6732        8420
timing repair buffer         442        3430
cells in the mapped netlist, drive strengths merged, types with 22 or more instances:
cell / instances / area [µm²]
a221oi: 26 / 228
o21bai: 50 / 375
and2: 596 / 3730
a21oi: 490 / 2470
nor2: 1157 / 4340
nand2: 1731 / 6500
xor2: 187 / 1640
xnor2: 391 / 3440
nor2b: 130 / 813
buf: 168 / 800
nor3: 76 / 380
nand2b: 117 / 732
a22oi: 26 / 195
a21o: 165 / 1240
or3: 38 / 238
o21a: 80 / 601
mux2: 26 / 293
clkinv: 27 / 101
o21ai: 473 / 2390
mux4: 310 / 6980
o211ai: 37 / 278
edfxtp: 764 / 22900
a31oi: 37 / 231
and3: 22 / 138
a211oi: 89 / 668
dfxtp: 201 / 4020
mux2i: 189 / 1890
nand3: 74 / 370
nand4: 54 / 338
fa: 2591 / 51900
ha: 1365 / 17100
inv: 3309 / 12400
clkbuf: 575 / 2160
o22ai: 35 / 219
through the flow:
| step | setup slack, ns |
|---|---|
| after floorplan | 6.08 |
| after global placement | 4.58 |
| after detailed placement | 4.63 |
| after CTS | 4.62 |
| after global routing | 4.08 |
| final | 4.65 |
logic make-up (layout without fill, tap and decap cells):
kind of cell	after synthesis	in the layout	synth area share
XOR/XNOR	578	578	0.0330
AND/OR/NAND/NOR	4069	4069	0.118
buffers and inverters	4079	4140	0.100
multiplexers	525	525	0.0594
flip-flops	965	965	0.175
adder cells (fa/ha/maj)	3956	3956	0.447
other	0	25	0
AND-OR/OR-AND	1675	1675	0.0676
worst paths after layout:
path                   from       endpoint  slack, ns  depth (start not counted)
max          max_min_cnt[0]      proj2[24]       4.65                         28
max reg2reg  max_min_cnt[0]      proj2[24]       4.65                         28
min           state_next[1]  state_next[1]       0.48                          1
min reg2reg   state_next[1]  state_next[1]       0.48                          1
